===== /design/flow/constraint.sdc =====
current_design mux4

set clk_period 1.1
set clk_io_pct 0.2

create_clock -name clk0 -period $clk_period

set non_clock_inputs [all_inputs -no_clocks]
set_input_delay [expr $clk_period * $clk_io_pct] -clock clk0 $non_clock_inputs
set_output_delay [expr $clk_period * $clk_io_pct] -clock clk0 [all_outputs]

===== /design/flow/run.sh =====
#!/bin/bash
# OpenROAD 26Q1-2900-gdf79404cd8, Yosys 0.63+post, stock flow scripts
make -C /OpenROAD-flow-scripts/flow DESIGN_CONFIG=/design/flow/config.mk WORK_HOME=/design/flow/orfs finish

===== /design/flow/config.mk =====
export PLATFORM = sky130hd
export DESIGN_NAME = mux4
export DESIGN_NICKNAME = mux4
export VERILOG_FILES = /design/flow/design.v
export SDC_FILE = /design/flow/constraint.sdc
export NUM_CORES = 4
export LEC_CHECK = 1
export CORE_AREA = 10 10 84 84
export DIE_AREA = 0 0 94 94

===== /design/flow/design.v =====
module mux2 #(parameter WIDTH = 32)
             (d0, d1,
              s, y);
    input  [WIDTH-1:0] d0, d1;
    input              s;
    output [WIDTH-1:0] y;          
    assign y = ( s == 1'b1 ) ? d1:d0;
endmodule
module mux4 #(parameter WIDTH = 32)
             (d0, d1, d2, d3,
              s, y);
    input  [WIDTH-1:0] d0, d1, d2, d3;
    input  [1:0] s;
    output [WIDTH-1:0] y;
    reg [WIDTH-1:0] y_r;
    always @( * ) begin
        case ( s )
            2'b00: y_r = d0;
            2'b01: y_r = d1;
            2'b10: y_r = d2;
            2'b11: y_r = d3;
            default: ;
        endcase             
    end  
    assign y = y_r;
endmodule
module mux8 #(parameter WIDTH = 8)
             (d0, d1, d2, d3,
              d4, d5, d6, d7,
              s, y);
    input  [WIDTH-1:0] d0, d1, d2, d3;
    input  [WIDTH-1:0] d4, d5, d6, d7;
    input  [2:0]       s;
    output [WIDTH-1:0] y;
    reg [WIDTH-1:0] y_r;
    always @( * ) begin
        case ( s )
            3'd0: y_r = d0;
            3'd1: y_r = d1;
            3'd2: y_r = d2;
            3'd3: y_r = d3;
            3'd4: y_r = d4;
            3'd5: y_r = d5;
            3'd6: y_r = d6;
            3'd7: y_r = d7;
            default: ;
        endcase
    end  
    assign y = y_r;    
endmodule
module mux16 #(parameter WIDTH = 8)
             (d0, d1, d2, d3,
              d4, d5, d6, d7,
              d8, d9, d10, d11,
              d12, d13, d14, d15,
              s, y);
    input [WIDTH-1:0] d0, d1, d2, d3;
    input [WIDTH-1:0] d4, d5, d6, d7;
    input [WIDTH-1:0] d8, d9, d10, d11;
    input [WIDTH-1:0] d12, d13, d14, d15;
    input [3:0] s;
    output [WIDTH-1:0] y;
    reg [WIDTH-1:0] y_r;
    always @( * ) begin
        case ( s )
            4'd0:  y_r = d0;
            4'd1:  y_r = d1;
            4'd2:  y_r = d2;
            4'd3:  y_r = d3;
            4'd4:  y_r = d4;
            4'd5:  y_r = d5;
            4'd6:  y_r = d6;
            4'd7:  y_r = d7;
            4'd8:  y_r = d8;
            4'd9:  y_r = d9;
            4'd10: y_r = d10;
            4'd11: y_r = d11;
            4'd12: y_r = d12;
            4'd13: y_r = d13;
            4'd14: y_r = d14;
            4'd15: y_r = d15;
            default: ;
        endcase
    end  
    assign y = y_r;    
endmodule

==> Changelog: implementation <==
## Implementation

- Outcome: complete, but fails checks
- Violated checks: setup timing
- Grt met1 use: 0.160
- Final worst-path setup slack: -262 ps
- Max-Cap Viols: 0
- Fin area: 0.00236 mm2
- Clock power share: 0
- Slew HR: 0.870
- Hold Crit Class: in -> out
- Die width: 94 um
- Cell taking the most area after synthesis: mux4_2
- Syn Inst Count: 39
- Pint: 0.580 mW
- Sw Pwr: 0.212 mW
- Buffers on Ports: 162
- Worst hold path stage count: 3
- Synthesized cell area: 815 um2
- CP peak stage delay: 510 ps
- Max IR drop VDD: 0.000173 V
- Most used logic cell in the final layout: dlygate4sd2_1
- Die area: 0.00884 mm2
- Final wirelength: 6610 um
- Die Height: 94 um
- Fill count: 530
- Top Usage Layer GRT: met2
- Crit path cell chain: buf_16 -> buf_12 -> mux4_2 -> buf_2
- Vias per inst: 4.28
- RePlAce Congestion: 0.910
- Unique cell types: 5
- Pwr per Cell Area: 336 mW/mm2
- Antenna-violating nets left: 0
- Logic cell area: 721 um2
- Final setup violation count: 32
- Vias in the first global route: 1399
- Crit path required time: 880 ps
- Syn Area/Cell: 20.9 um2
- Critical path data arrival time: 1140 ps
- Endpoint type of the worst setup path: primary output
- Clkbuf count: 0
- Met3 usage: 0.0404
- Min-Delay Startpoint: d3[7]
- Pleak: 1.13 nW
- Startpoint Class: input port
- Area after DPL: 0.00248 mm2
- Detailed Place HPWL: 5680 um
- Setup Buffers After CTS: 0
- Final hold slack: 924 ps
- GRT overflow: 0
- FF+latch count: 0
- Initial DRC Count: 10
- Util after Layout: 0.453
- Row count: 26
- OpenROAD warnings: 35
- Post-place setup slack: -873 ps
- Synth warn: 1
- Cycle use final: 1.24
- Worst slew pin tran: 194 ps
- Yosys stat cell total: 39
- Area Overhead vs Synth: 189%
- Pre-antenna DRT Iters: 3
- Core box area: 0.00520 mm2
- Fmax: 734 MHz
- First-pass GRT wire length: 9220 um
- RSZ-0062 raised after global routing: true
- Met2 GRT Util: 0.263
- Core utilization at floorplan: 0.156
- I/O pins: 162
- Net Sw Frac: 0.268
- All-Layer GR Usage: 0.141
- Cell area leaders: mux4_2, buf_12, mux4_1
- Share of the synthesized area in the top cell type: 0.829
- Combinational Power Share: 1.000
- Seq/Total Area, Yosys: 0
- Tmin final: 1360 ps
- Max-slew violations: 0
- Final hold violation count: 0
- Tot Pwr: 0.792 mW
- Top cells excl fill/tap: dlygate4sd2_1, mux4_2, buf_2, buf_16, buf_12
- Sequential power share: 0
- Largest net degree at the start of global routing: 17
- # DRC: 0
- Worst Path Class, Setup: in -> out
- DR WL/cell: 24.0 um
- Initial antenna violation count: 2
- Hold path endpoint: y[7]
- Yosys synthesis chip area: 815 um2
- Worst-path cell with the longest stage delay: mux4_2
- Layout cells sized above 1: 0.369
- DR vias: 1177
- Register area: 0 um2
- Worst-path maximum fanout: 6
-- cells by family after synthesis --
kind of cell | Yosys count | synth area share
multiplexers | 32 | 0.894
buffers and inverters | 7 | 0.106
-- how the worst max path moves through the flow --
stage	start	end	slack [ps]
4_1_cts	s[0]	y[20]	-270
5_1_grt	s[0]	y[3]	-300
6_report	s[0]	y[20]	-260
-- layer usage --
| metal | vias to the layer above | wire length, um | part of all wire |
|---|---|---|---|
| li1 | 544 | - | - |
| met1 | 567 | 2300 | 0.35 |
| met2 | 64 | 3770 | 0.57 |
| met3 | 2 | 521 | 0.079 |
| met4 | 0 | 26 | 0.0039 |
| met5 | - | 0 | 0 |
-- power by group through the flow --
stage,registers [mW],clock network [mW],logic [mW]
final,0,0.000000243,0.792
after global routing,0,0.000000243,0.853
after CTS,0,0,0.801
-- stage by stage --
stage,setup TNS (ps),std cells
detailed placement,-26840,267
global placement,-26750,267
finish,-7350,275
CTS,-7640,272
global route,-8270,275
floorplan,-949,39
-- layout make-up --
class              count  area share
multi-input cells     32       0.306
well taps             70      0.0372
repair buffers       171       0.655
diodes                 2     0.00212
-- synthesized netlist by cell type --
library cell / number
mux4_2: 30
buf_12: 3
buf_2: 3
mux4_1: 2
buf_6: 1
-- worst max-delay path: cells and delay by family --
family	cells	cell delay [ps]
muxes	1	510
buffers and inverters	3	400
-- what timing repair did --
item | in CTS | in global routing
gates cloned | 5 | 1
pin swaps | 0 | 0
setup endpoints to repair | 32 | 32
resized | 255 | 2
hold buffers | 0 | 0
Power is estimated from default activity; no workload was simulated.
