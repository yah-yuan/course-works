### flow/design.v
module IR (clk, rst, IRWr, im_dout, instr);
   input         clk;
   input         rst;
   input         IRWr; 
   input  [31:0] im_dout;
   output [31:0] instr;
   reg [31:0] instr;
   always @(posedge clk or posedge rst) begin
      if ( rst ) 
         instr <= 0;
      else if (IRWr)
         instr <= im_dout;
   end  
endmodule
### flow/run.sh
#!/bin/bash
# OpenROAD 26Q1-2900-gdf79404cd8, Yosys 0.63+post, stock flow scripts
make -C /OpenROAD-flow-scripts/flow DESIGN_CONFIG=/design/flow/config.mk WORK_HOME=/design/flow/orfs finish
### flow/config.mk
export PLATFORM = sky130hd
export DESIGN_NAME = IR
export DESIGN_NICKNAME = IR
export VERILOG_FILES = /design/flow/design.v
export SDC_FILE = /design/flow/constraint.sdc
export NUM_CORES = 4
export LEC_CHECK = 1
export CORE_AREA = 10 10 109 109
export DIE_AREA = 0 0 119 119
### flow/constraint.sdc
current_design IR

set clk_period 1.5
set clk_io_pct 0.2

create_clock -name clk0 -period $clk_period [get_ports {clk}]

set non_clock_inputs [all_inputs -no_clocks]
set_input_delay [expr $clk_period * $clk_io_pct] -clock clk0 $non_clock_inputs
set_output_delay [expr $clk_period * $clk_io_pct] -clock clk0 [all_outputs]
==> run summary <==
Flow results are below.

- The worst pin sits at a relative slew slack of 81.3%.
- Setup slack closes at about 0.061 ns.
- The number of library cell types mapped by synthesis is 6, for reference.
- In the post-route report, total wirelength is listed as 3320 um.
- The largest voltage drop on the vdd net is 0.299 mV, for reference.
- The register with the most flip-flops in the layout has 32 of them.
- The routed design could run at a clock period as short as 1.44 ns.
- The routed layout has between 800 and 900 vias.
- In the final layout, the registers with the most flip-flops are instr (32).
- The count of max-cap constraint violations is 0, for reference.
- The root buffer cell is clkbuf_8, for reference.
- For this run, the top clock speed supported by timing is 695 MHz.
- The cell count after synthesis is 69, for reference.
- The final antenna-violating net count is 0, for reference.
- The path class of the lowest-slack min-delay path is in -> async, for reference.
- The final setup violation count is 0, for reference.
- The number of clock buffers added by TritonCTS is 5.
- Setup repair after global routing left no endpoint under its margin.
- The HPWL reported at the end of detailed placement is about 2600 um, for reference.
- The worst setup path is launched from a register.
- The register containing the most flip-flops in the final layout is instr, for reference.
- The cell sequence reported for the critical path is clkdlybuf4s50_1.
- The pre-antenna-repair detailed-routing pass consisted of 3 iterations.
- As reported, the later end of the worst-skew pair has a clock insertion delay of roughly 0.27 ns.
- In the routed design, unresolved DRC markers number 0.
- The longest incremental delay of any stage on the critical path is reported as roughly 0.49 ns.
- Hold-check failures listed in the final report amount to 0.
- The die height is around 120 um, for reference.
- The worst setup skew after layout is 0 ns, for reference.
- The largest net degree at the start of global routing is 33, for reference.
- The critical path arrival is 1.14 ns, for reference.
- The global route stage reports its total congestion overflow as 0.
- The finished cells cover 0.00223 sq mm.
- The overall fraction of global-route tracks in use is 4.69%, for reference.
- The port buffer count is roughly 66, for reference.
- The flow ran to the end, and the final reports show no timing, DRC or antenna violations.
- The count of inserted antenna diode cells is 0, for reference.
- The largest driver fanout on the critical path is 2, for reference.
- The static leakage power is 0.000961 uW, for reference.
- The buffering stage count on the worst path with inverters included is 1, for reference.
- The cts-stage hold buffer count is 0, for reference.
- The number of DRC violations after detailed-routing iteration 0 is 8, for reference.
- On the critical path, the stage with the largest delay is an instance of clkdlybuf4s50_1.
- The data required time reported for the critical path is 1.20 ns.
- The mean instance size in the synthesized netlist is 19.5 sq um, for reference.
- The synth_stat.txt file lists the number of cells as 69.
- The initial core utilization is 14.0%, for reference.
- The total power consumption of the routed design is 2150 uW, for reference.
- After routing, the total negative slack on setup checks comes to 0 ns.
- The die extent in x is 119 um, for reference.
- The number of sinks handled by clock tree synthesis is 32, for reference.
- The worst setup timing slack at the placement stage is 0.337 ns, for reference.
- Grouping stages by cell kind, the critical path spends the most delay in buffers and inverters.
- The average routed wire per standard cell is between 10 and 15 um, for reference.
- The final max-slew violation count recorded for this run is 0.
- The first global-routing pass estimated roughly 5500 um of wire.
- The slew of the pin with the lowest slew margin is 0.280 ns, for reference.
- Per the detail_route report, vias per standard cell equal ~2.9.
- The combined area of all synthesized cells is 0.00135 sq mm, for reference.
- The number of global-route vias before repair is approximately 970, for reference.
- The clock-pin transition on the worst setup and hold timing paths is 0.07 ns, for reference.
- The Yosys chip area is 0.00135 sq mm, for reference.
- The areal power density over the cells is 963 mW/mm^2, for reference.
- The final clock period utilization by the worst path is 95.9%, for reference.
- TritonCTS built the clock tree.
- The fraction of the yosys area taken by sequential cells is 59.4%, for reference.
- The logs give a warning total of 25.
- The worst setup path is captured at a primary output.
- The type of the worst setup path is reg -> out, for reference.
- The number of antenna violations at the first check in global routing is 0, for reference.
- According to the floorplan report, the total die area is 0.0142 sq mm.
- In this run, synthesis produced a sequential element count of 32.
- The yosys warning tally is 1, for reference.
- The synthesis-to-layout area growth is 65.4%, for reference.
- The number of buffers on the longest clock path is 2, for reference.
- The last weighted congestion value of the routability-driven placer is 0.695, for reference.
- Per the CTS log, the maximum H-tree level is 2.
- The post-CTS setup buffer count is 0, for reference.
- The area of the core is 0.00964 sq mm, for reference.
- The cell resize tally after clock tree synthesis is 0, for reference.
- According to the floorplan log, the row count is 36.
- The placed cell area is roughly 0.0021 sq mm, for reference.
- The layout cell share with drive strength beyond 1 is 30.5%, for reference.
- The top-level port count is 67, for reference.
[per-layer routing]
metal | vias up | GRT usage [%] | wire length [um]
met5 | - | 0 | 0
met1 | 383 | 5.95 | 1480
met2 | 38 | 7.30 | 1490
met4 | 0 | 0.534 | 47
li1 | 381 | - | -
met3 | 5 | 2.30 | 303
[cell type report]
| class | count | area [sq um] |
|---|---|---|
| clock buffer | 7 | 96.3 |
| fill | 1029 | 7410 |
| inverter | 1 | 3.75 |
| multi-input combinational | 32 | 473 |
| sequential | 32 | 801 |
| tap | 133 | 166 |
| timing repair buffer | 69 | 691 |
[cell families (layout without fill, tap and decap cells)]
logic type             Yosys count  in the layout  synth area share [%]
multiplexers                    32             32                  35.1
flip-flops                      32             32                  59.4
buffers and inverters            5             77                  5.57
[Yosys cell counts (all sizes together)]
library cell  instances  share of area [%]
dfrtp                32                 59
mux2                 32                 35
buf                   4                5.3
inv                   1               0.28
[through the flow]
step,utilization (%),instances,hold slack [ns]
finish,23.1,274,0.325
global route,23.1,274,0.356
floorplan,-,69,0.416
CTS,23.1,274,0.322
global placement,22.1,267,0.498
detailed placement,22.1,267,0.492
[placed cells by master (no fill, tap or decap)]
cell             synthesis  layout
clkdlybuf4s50_1          0      65
inv_1                    1       1
mux2_4                  30      30
buf_4                    0       2
clkbuf_8                 0       7
mux2_2                   2       2
buf_2                    0       1
buf_12                   3       1
dfrtp_1                 32      32
[power breakdown]
group          total (uW)  switching, uW  internal, uW
registers             997           47.6           950
logic                 434           88.4           345
clock network         718            310           409
total                2150            446          1700
[path summary, 6_finish.rpt]
| check | start | endpoint | slack [ns] | depth (start not counted) |
|---|---|---|---|---|
| setup / recovery | instr[13] | instr[13] | 0.06 | 1 |
| min in group clk0 | instr[25] | instr[25] | 0.51 | 1 |
| max in group asynchronous | rst | instr[14] | 0.89 | 3 |
| setup reg to reg | instr[13] | instr[13] | 0.72 | 1 |
| hold reg to reg | instr[25] | instr[25] | 0.51 | 1 |
| hold / removal | rst | instr[0] | 0.33 | 3 |
No activity file was given, so power comes from the tool's default toggle rates.
